--- flow/run.sh ---
#!/bin/bash
# OpenROAD 26Q1-2900-gdf79404cd8, Yosys 0.63+post, stock flow scripts
make -C /OpenROAD-flow-scripts/flow DESIGN_CONFIG=/design/flow/config.mk WORK_HOME=/design/flow/orfs finish
--- flow/constraint.sdc ---
current_design cpu_interface

set clk_period 3.0
set clk_io_pct 0.2

create_clock -name clk0 -period $clk_period [get_ports {clk}]

set non_clock_inputs [all_inputs -no_clocks]
set_input_delay [expr $clk_period * $clk_io_pct] -clock clk0 $non_clock_inputs
set_output_delay [expr $clk_period * $clk_io_pct] -clock clk0 [all_outputs]
--- flow/config.mk ---
export PLATFORM = sky130hd
export DESIGN_NAME = cpu_interface
export DESIGN_NICKNAME = cpu_interface
export VERILOG_FILES = /design/flow/design.v
export SDC_FILE = /design/flow/constraint.sdc
export NUM_CORES = 4
export LEC_CHECK = 1
export CORE_UTILIZATION = 30
--- flow/design.v ---
module cpu_interface( clk , reset_n , data_bus , cs , we_b , reg_select ,
      oam_addr , oam_dout , oam_we , oam_en ,
      mem_addr , mem_dout , mem_en , mem_we , v_blank , cpu_nmi ,   seg , an );
input clk , v_blank , reset_n;
input wire cs , we_b ;
input wire [2:0] reg_select ;
inout wire [7:0] data_bus ;
output reg cpu_nmi;
output reg [7:0] oam_addr ; 
output reg [15:0] oam_dout;
output reg oam_we , oam_en;
output reg [15:0] mem_addr ;
output reg [7:0] mem_dout;
output reg mem_en , mem_we ;
wire our_time_input = (!we_b && cs);
reg [7:0] ppu_ctrl ;
wire oam_addr_inc = ppu_ctrl[0] ;  
wire mem_addr_inc = ppu_ctrl[1] ;  
wire enable_nmi = ppu_ctrl[2] ;
wire rendering = ppu_ctrl[3] ;  
reg oam_data_second ;  
reg[1:0] state;
reg oam_write;
reg [7:0] save_data = 0 ;
reg [2:0] reg_sel_save = 0 ;
output wire [6:0] seg ;
output wire [3:0] an ;
reg [7:0] write_counter ; 
mult_display display_controller ( clk , {ppu_ctrl , write_counter } , seg , an ) ;
reg pipeline = 0;
reg pipeline2 = 0 ;
reg pipeline3 = 0 ; 
always@( negedge our_time_input )
begin
        save_data = data_bus ;
        reg_sel_save = reg_select ;    
end
always @( posedge clk )
begin
    pipeline <= our_time_input ;
    pipeline2 <= pipeline ;
    pipeline3 <= pipeline2 ; 
end
always@( posedge clk )  
begin
    if ( !reset_n )
    begin
        oam_addr <= 0;
        oam_dout <= 0;
        mem_addr <= 0;
        mem_dout <= 0;
        ppu_ctrl <= 0;
        oam_write <= 0;
        state <= 2 ;
        oam_data_second <= 0 ;
        write_counter <= 0 ;
    end
    else
    begin
        if ( !pipeline2 && pipeline3 && !state )
        begin
            write_counter <= write_counter+1 ;
            case (reg_sel_save)
                0:  
                    ppu_ctrl <= save_data ;
                1:  
                begin
                    mem_addr <= { mem_addr[7:0] , save_data };
                end
                2:  
                begin
                    mem_dout <= save_data ;  
                    oam_write <= 0 ; 
                    state <= 1;
                end
                3:  
                begin
                    oam_addr <= save_data ; 
                end
                4:  
                begin
                    oam_data_second <= oam_data_second + 1;
                    if ( oam_data_second )  
                    begin
                        oam_write <= 1 ;  
                        state <= 1 ; 
                    end
                    oam_dout <= { oam_dout[7:0] , save_data }; 
                end
            endcase
        end
        else 
        begin
            case (state)
                1:
                begin
                    state <= 2;
                    if ( oam_write && oam_addr_inc )
                        oam_addr <= oam_addr + 1;
                    else if ( mem_addr_inc )
                        mem_addr <= mem_addr + 1;
                end
                2:
                begin
                    state <= 0;  
                end 
            endcase   
        end
    end
end
reg[7:0] driver;
assign data_bus = driver ;
always @(*)
begin
    if ( cs && we_b )
    begin
        case (reg_select)
            0:
                driver = { 7'b0 , v_blank }  ;  
            1:
                driver = mem_addr[7:0] ;
            2:
                driver = mem_dout ;
            3:
                driver = oam_addr ;
            4:
                driver = oam_dout[7:0] ;
            default:
                driver = 8'hFF ;
        endcase
    end
    else begin
        driver = 8'bZ ;
    end
end
always @(*)
begin
    oam_we = 0;
    oam_en = 0;
    mem_we = 0;
    mem_en = 0;
    case(state)
        1:
        begin
            if ( oam_write )
            begin
                oam_we = 1 ;
                oam_en = 1 ;
            end
            else
            begin
                mem_we = 1;
                mem_en = 1;
            end
        end
    endcase
end
reg nmi_done;
reg [3:0] nmi_counter;
always @( posedge clk )
begin
    if ( !reset_n )
    begin
        nmi_done <= 0;
        nmi_counter <= 0;
        cpu_nmi <= 1;  
    end
    else if ( v_blank )
    begin
        if ( !nmi_done && ppu_ctrl[2] )  
        begin
            nmi_counter <= nmi_counter + 1;
            cpu_nmi <= 0;
            if ( nmi_counter == 4'b1111 )
            begin
                nmi_done <= 1 ;
                cpu_nmi <= 1 ;
            end
        end
    end
    else
    begin
        nmi_done <= 0 ;
        nmi_counter <= 0 ;
    end
end
endmodule
module mult_display ( clk , data , segment , an ) ;
input  clk ;
input [15:0] data ;
output wire [6:0] segment ;
output reg [3:0] an ; 
reg [19:0] counter ;
reg [3:0] mapper_in ;
seg7 mapper ( segment , mapper_in ) ; 
always@ ( posedge clk )
begin
    counter <= counter + 1 ; 
end
always@ ( * )
begin
    case ( counter[19:18] )
        0 : begin 
            an <= 4'b1110 ;
            mapper_in <= data[3:0] ;
        end 
        1: begin 
            an <= 4'b1101 ;
            mapper_in <= data[7:4] ;
        end
        2: begin
            an <= 4'b1011 ;
            mapper_in <= data[11:8] ;
        end 
        3: begin 
            an <= 4'b0111 ;
            mapper_in <= data[15:12] ;
        end
    endcase
end 
endmodule
module seg7	(oSEG,iDIG);
input	[3:0]	iDIG;
output	[6:0]	oSEG;
reg		[6:0]	oSEG;
always @(iDIG)
begin
		case(iDIG)
		4'h1: oSEG = 7'b1111001;	 
		4'h2: oSEG = 7'b0100100; 	 
		4'h3: oSEG = 7'b0110000; 	 
		4'h4: oSEG = 7'b0011001; 	 
		4'h5: oSEG = 7'b0010010; 	 
		4'h6: oSEG = 7'b0000010; 	 
		4'h7: oSEG = 7'b1111000; 	 
		4'h8: oSEG = 7'b0000000; 	 
		4'h9: oSEG = 7'b0011000; 	 
		4'ha: oSEG = 7'b0001000;
		4'hb: oSEG = 7'b0000011;
		4'hc: oSEG = 7'b1000110;
		4'hd: oSEG = 7'b0100001;
		4'he: oSEG = 7'b0000110;
		4'hf: oSEG = 7'b0001110;
		4'h0: oSEG = 7'b1000000;
		endcase
end
endmodule
==> flow_summary_export.csv <==
group,metric,value,unit
status,outcome,"completed",
pwr,power.ir.vdd_worst,0.276,mV
logic_synthesis,postSynthRegisterBits,109,
logic_synthesis,post_synthesis_cell_area,0.00505,mm^2
clock_tree,cts_buffers,9,
hold_path,hold_path.class,"flop to flop",
logic_synthesis,total_cell_area_reported_by_yosys_after_synthesis,0.00505,mm^2
final_timing,final-setup-viol-count,0,
logic_synthesis,seq_share_synth,43.2,%
final_timing,hold_viol_final,0,
grt,global_route.usage.total,14.9,%
layout,drive_above_1_share,8.13,%
clock_tree,cts_tree,"yes",
final_timing,max_slew.worst_pin.slew,0.694,ns
critical_path,critPathMaxStageDelay,0.56,ns
place,port_buffers,71,
pwr,power_leakage,2.23,nW
layout,flow.area_growth_from_synthesis,27.1,%
pwr,pwr-share-clk,44.1,%
layout,post-route-util,38.8,%
grt,wire_length_of_the_first_global_routing_pass,20.8,mm
floorplan,die_w,132,um
final_timing,unclocked_pins,11,
floorplan,top_level_ports,80,
final_timing,fmaxAchievable,340,MHz
clock_tree,clock_latency,0.35,ns
critical_path,critical_path.max_fanout,4,
grt,number_of_antenna_violations_at_the_first_check_in_global_routing,0,
run,cap_viol_max_count,0,
critical_path,cell_by_cell_listing_of_the_critical_path,"mux4_2 -> buf_6 -> ha_2 -> nor2b_2 -> a22o_1 -> clkdlybuf4s50_1",
layout,stdcell_count,909,
final_timing,holdWs,0.333,ns
final_timing,slew_headroom,53.7,%
critical_path,classification_of_the_worst_setup_path,"flop to primary output",
route,detailroute.via_count,4490,
layout,register_area,0.00219,mm^2
layout,logic_area,0.00274,mm^2
run,openroad.warnings,31,
grt,globalRouteOverflowTotal,0,
logic_synthesis,synth-async-reset-ratio,0,%
grt,first_global_vias,4071,
layout,fillers,1640,
logic_synthesis,topCellsByArea,"sky130_fd_sc_hd__dfxtp_1 43%, sky130_fd_sc_hd__nand2_1 7.6%, sky130_fd_sc_hd__a21oi_1 6.7%",
route,drtPass1Iterations,5,
final_timing,final-max-slew-violation-count,0,
logic_synthesis,enable_flop_cells,0,
route,drt_iter0_markers,227,
place,dp_cells,885,
pwr,netSwitchingFraction,23.7,%
critical_path,cp_data_required_time,2.40,ns
pwr,internal-power,1.99,mW
critical_path,cp-end-kind,"primary output",
grt,pin_count_of_the_biggest_net_entering_global_routing,51,
logic_synthesis,yosysTopAreaCell,"sky130_fd_sc_hd__dfxtp_1",
floorplan,std_cell_rows,47,
clock_tree,cts_hold_buf,0,
pwr,combinationalPowerShare,4.9,%
logic_synthesis,yosysWarnings,4,
clock_tree,ctsHtreeMaxLevel,3,
route,route.final.wire_length,13.2,mm
place,detailed_place_hpwl,9.01,mm
logic_synthesis,syn_area_per_cell,8.17,um^2
clock_tree,max-clock-path-buffers,2,
critical_path,crit_path_top_delay_cell,"sky130_fd_sc_hd__mux4_2",
final_timing,layout_min_cycle_time,2.94,ns
logic_synthesis,instance_count_of_the_mapped_netlist,618,
route,detail_route.vias_per_cell,4.94,
clock_tree,worst_setup_hold_path_clk_slew,0.07,ns
layout,fin_area,0.00642,mm^2
floorplan,core-area,0.0165,mm^2
route,detail_route.antenna_diodes,0,
route,remaining_drc_errors,0,
final_timing,count_of_endpoints_without_a_timing_constraint,11,
logic_synthesis,synth_cell_types,52,
critical_path,reg2regPathDepth,6,
final_timing,post_route_fraction_of_the_period_consumed_by_the_critical_path,98.0,%
clock_tree,cts_root_buffer,"sky130_fd_sc_hd__clkbuf_16",
critical_path,crit_path_start_kind,"flop",
final_timing,post_route_skew,0.00915,ns
pwr,total_power,2.61,mW
final_timing,rsz0062_at_grt,"true",
place,postPlaceCellArea,0.00598,mm^2
place,place_congestion,0.812,
floorplan,chip_area,0.0174,mm^2
hold_path,timing.hold.worst_path_depth,0,
logic_synthesis,synth-cells-yosys,618,
route,avgRoutedWirePerCell,14.5,um
floorplan,initial_utilization,30.6,%
pwr,pwr_density_cell,406,mW/mm^2
pwr,pwr-share-seq,51.0,%
logic_synthesis,top_area_share,43.2,%
critical_path,worstPathArrival,2.34,ns
floorplan,die_h,132,um
logic_synthesis,synth-main-ff-cell,"sky130_fd_sc_hd__dfxtp_1",
route,postRouteAntennaNets,0,
pwr,netsw,618,uW
## kinds of logic (layout without fill, tap and decap cells)
kind of cell	Yosys count	after routing	share of synthesized area, %
DFF	109	109	43.2
buffers and inverters	46	116	3.91
adders and majority gates	11	11	2.72
muxes	17	18	4.38
xor gates and xnor gates	29	29	5.03
and+or+nand+nor	271	271	24.7
AOI/OAI and AO/OA	135	135	16.0
## worst max-delay path, delay by kind of cell (launching register included)
| family | cells | cell delay (ns) |
|---|---|---|
| buffers and inverters | 2 | 0.61 |
| muxes | 1 | 0.56 |
| DFF | 1 | 0.37 |
| adders and majority gates | 1 | 0.16 |
| AOI/OAI and AO/OA | 1 | 0.15 |
| and+or+nand+nor | 1 | 0.14 |
## metal layers
| layer | vias to the layer above | routed length, um | GRT usage [%] | part of all wire [%] |
|---|---|---|---|---|
| met5 | - | 0 | 0 | 0 |
| met4 | 0 | 206 | 2.00 | 1.6 |
| met3 | 13 | 794 | 2.36 | 6.0 |
| met2 | 114 | 5760 | 22.8 | 44 |
| met1 | 2072 | 6410 | 23.2 | 49 |
| li1 | 2291 | - | - | - |
## Yosys cell counts, types with 10 or more instances
cell,count
sky130_fd_sc_hd__ha_1,11
sky130_fd_sc_hd__a21oi_1,68
sky130_fd_sc_hd__mux2i_1,12
sky130_fd_sc_hd__and3_1,14
sky130_fd_sc_hd__buf_2,11
sky130_fd_sc_hd__clkbuf_1,18
sky130_fd_sc_hd__o21ai_0,18
sky130_fd_sc_hd__xor2_1,11
sky130_fd_sc_hd__nand3_1,37
sky130_fd_sc_hd__o22ai_1,10
sky130_fd_sc_hd__dfxtp_1,109
sky130_fd_sc_hd__nand4_1,10
sky130_fd_sc_hd__xnor2_1,18
sky130_fd_sc_hd__nand2_1,102
sky130_fd_sc_hd__nor2_1,60
## repair_timing
item	in CTS	in global routing
buffers inserted	1	6
pin swaps	3	3
endpoints found under the setup margin	6	7
resized	5	16
cloned	0	1
## sequential cells by signal (all words and copies together) (netlist names)
register / cells
pipeline: 1
pipeline2: 1
oam_addr: 8
oam_dout: 16
cpu_nmi: 1
oam_write: 1
ppu_ctrl: 8
write_counter: 8
state: 3
mem_addr: 16
oam_data_second: 1
display_controller.counter: 20
save_data: 8
mem_dout: 8
reg_sel_save: 3
pipeline3: 1
nmi_done: 1
nmi_counter: 4
## metrics by stage
step | worst slack, ns | setup TNS, ns
4_1_cts | 0.00521 | 0
5_1_grt | -0.0651 | -0.208
2_1_floorplan | 0.581 | 0
3_3_place_gp | 0.151 | 0
6_report | 0.0612 | 0
3_5_place_dp | 0.159 | 0
## path summary, 6_finish.rpt
path	from	slack, ns	to
setup / recovery	display_controller.counter[18]	0.06	seg[2]
hold / removal	pipeline	0.33	pipeline2
setup reg to reg	mem_addr[0]	0.82	mem_addr[14]
hold reg to reg	pipeline	0.33	pipeline2
## power groups by stage
stage,Clock (mW),Combinational [mW],Sequential (mW)
after CTS,1.18,0.124,1.33
after global routing,1.23,0.142,1.33
final,1.15,0.128,1.33
## cells in the final DEF, fill, tap and decap left out, types with 3 or more instances in the layout
master                            synthesis  layout
sky130_fd_sc_hd__clkbuf_16                0       9
sky130_fd_sc_hd__nor2_1                  60      59
sky130_fd_sc_hd__nand2_1                102     102
sky130_fd_sc_hd__o31ai_1                  4       4
sky130_fd_sc_hd__xor2_1                  11      11
sky130_fd_sc_hd__a211oi_1                 5       5
sky130_fd_sc_hd__and2_1                   9       9
sky130_fd_sc_hd__or3_1                    3       3
sky130_fd_sc_hd__nor3_1                   7       7
sky130_fd_sc_hd__and3_1                  14      14
sky130_fd_sc_hd__ha_1                    11       8
sky130_fd_sc_hd__mux4_2                   4       4
sky130_fd_sc_hd__mux2i_1                 12      12
sky130_fd_sc_hd__a22o_1                   4       4
sky130_fd_sc_hd__buf_4                    3      16
sky130_fd_sc_hd__dfxtp_1                109     107
sky130_fd_sc_hd__inv_1                    9       7
sky130_fd_sc_hd__nand4_1                 10      10
sky130_fd_sc_hd__clkdlybuf4s50_1          0      69
sky130_fd_sc_hd__o22ai_1                 10      10
sky130_fd_sc_hd__o21a_1                   6       6
sky130_fd_sc_hd__nor2b_1                  9       7
sky130_fd_sc_hd__nand2b_1                 6       6
sky130_fd_sc_hd__o21ai_0                 18      17
sky130_fd_sc_hd__nand3b_1                 3       3
sky130_fd_sc_hd__a21oi_1                 68      68
sky130_fd_sc_hd__xnor2_1                 18      18
sky130_fd_sc_hd__o31a_1                   3       3
sky130_fd_sc_hd__a22oi_1                  4       4
sky130_fd_sc_hd__nand3_1                 37      37
## cell type report
type                    instances  share of cell area [%]
repair buffers                 90                    13.6
clock inverters                 5                   0.702
clock buffers                  11                    3.94
flip-flops and latches        109                    34.1
multi-input cells             464                    42.7
inverters                      10                   0.663
well taps                     220                    4.29
Power is estimated from default activity; no workload was simulated.
