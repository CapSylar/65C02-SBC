### design/flow/run.sh
#!/bin/bash
# OpenROAD 26Q1-2900-gdf79404cd8, Yosys 0.63+post, stock flow scripts
make -C /OpenROAD-flow-scripts/flow DESIGN_CONFIG=/design/flow/config.mk WORK_HOME=/design/flow/orfs finish
### design/flow/config.mk
export PLATFORM = sky130hd
export DESIGN_NAME = vga_sync
export DESIGN_NICKNAME = vga_sync
export VERILOG_FILES = /design/flow/design.v
export SDC_FILE = /design/flow/constraint.sdc
export NUM_CORES = 4
export LEC_CHECK = 1
export CORE_AREA = 10 10 90 90
export DIE_AREA = 0 0 100 100
### design/flow/constraint.sdc
current_design vga_sync

set clk_period 2.7
set clk_io_pct 0.2

create_clock -name clk0 -period $clk_period [get_ports {clk}]

set non_clock_inputs [all_inputs -no_clocks]
set_input_delay [expr $clk_period * $clk_io_pct] -clock clk0 $non_clock_inputs
set_output_delay [expr $clk_period * $clk_io_pct] -clock clk0 [all_outputs]
### design/flow/design.v
module vga_sync(clk , reset_n , Hsync , Vsync , video_on , v_count , h_count , v_blank , h_blank );
  input clk , reset_n;
  output wire Hsync , Vsync;
	output wire video_on; 
	output reg  [9:0] v_count;
	output reg  [9:0] h_count;
  output wire v_blank , h_blank ;
    wire h_countmaxed = (h_count == 799);  
    wire v_countmaxed = (v_count == 524);  
    always @(posedge clk )
    begin
      if ( !reset_n )
        h_count <= 0 ;
      else
      begin
        if (h_countmaxed)
          h_count <= 0;
        else
          h_count <= h_count + 1;
      end
    end
    always @(posedge clk )
    begin
      if ( !reset_n )
        v_count <= 0 ;
      else
      begin
        if (h_countmaxed)
        begin
          if(v_countmaxed)
            v_count <= 0;
          else
            v_count <= v_count + 1;
        end
      end
    end
    assign Hsync = ~(h_count >= (640 + 16) && (h_count < (640 + 16 + 96)));    
    assign Vsync = ~(v_count >= (480 + 10) && (v_count < (480 + 10 + 2)));    
    assign video_on = (h_count < 640) && (v_count < 480);
    assign v_blank = (v_count >= 480) ;
    assign h_blank = ( h_count >= 640 ) ;  
endmodule
==> results.json <==
{
  "status": "finished, final reports clean",
  "antenna_found_initial": 0,
  "min_period_ns": 2.63,
  "vias": 935,
  "fin_cells": 229,
  "routedWlPerCell_um": 12.2,
  "ant_nets": 0,
  "yosys-top-cells-area": "dfxtp_1 38%, xnor2_1 7.5%, nor2_1 6.1%",
  "worstReg2RegStart": "h_count[0]$_SDFF_PP0_",
  "critPathMaxFanout": 8,
  "clock_latency_ns": 0.26,
  "min_path_type": "flip-flop to flip-flop",
  "postSynth.asyncResetShare": 0,
  "rsz0062_at_grt": "no",
  "cp-start-kind": "flip-flop",
  "regToRegSetupSlack_ns": 0.38,
  "syn_area_sq_um": 1050,
  "relSlewSlack": 0.576,
  "tns_ns": 0,
  "clk_transition_reported_paths_ns": 0.08,
  "cts_root_buf": "clkbuf_8",
  "grt-ovfl-total": 0,
  "required_ns": 2.16,
  "powerDensity_nw_per_um2": 429,
  "leakage_uw": 0.000453,
  "cts_max_level": 1,
  "nFillCells": 669,
  "yosysTopAreaCell": "dfxtp_1",
  "max_freq_ghz": 0.380,
  "finalCritPeriodShare": 0.974,
  "worstSetupEndpointType": "output pin",
  "drv_slew": 0,
  "wirelength_mm": 2.81,
  "cts_inserted_buffers": 3,
  "syn_inst": 123,
  "first_global_vias": 852,
  "ys_warn_count": 1,
  "drt_first_pass_iters": 4,
  "grt_use_total": 0.0561,
  "worst_slew_pin_slew_ns": 0.632,
  "chipHeight_um": 100,
  "hold_violations": 0,
  "ir_drop_mv": 0.246,
  "edf_count": 0,
  "cts_setup_buffers": 0,
  "finish.instance_area_sq_um": 1460,
  "place_inst": 225,
  "num_rows": 29,
  "n_antenna_cell": 0,
  "critPathBufInv": 1,
  "drc": 0,
  "numSynthFlops": 20,
  "drive_above_1_share": 0.0724,
  "cp_cell_sequence": "or4b_2 > or3_1 > clkdlybuf4s50_1",
  "setup_violations": 0,
  "maxCapViolations": 0,
  "core_area_sq_um": 6280,
  "min_to": "h_count[0]$_SDFF_PP0_",
  "dieArea_sq_um": 10000,
  "top_level_ports": 27,
  "yosysChipArea_sq_um": 1050,
  "gp_congestion": 0.779,
  "setup.worst_path.class": "flip-flop to output pin",
  "cp.arrival_ns": 2.09,
  "hpwl_mm": 2.14,
  "hp-start": "h_count[0]$_SDFF_PP0_",
  "path_delay_family": "simple AND/OR/NAND/NOR gates",
  "yosysUniqueCellTypes": 31,
  "yosysMostFrequentCell": "dfxtp_1",
  "warning_count": 29,
  "via_per_inst": 4.08,
  "worst_hold_slack_ns": 0.514,
  "avgSynthCellArea_sq_um": 8.51,
  "reg2reg_to": "v_count[3]$_SDFFE_PN0N_",
  "drtIter0Drc": 85,
  "cts_tree": "built",
  "hold_buffers": 0,
  "grt_start_max_net_pins": 13,
  "cp_slowest_cell": "or4b_2",
  "max_stage_delay_ns": 0.67,
  "floorplan.core_util": 0.167,
  "io_buffers": 26,
  "clock-skew-final_ns": 0.00732,
  "die_w_um": 100,
  "cts_buffer_depth": 2,
  "dpl_cell_area_sq_um": 1390,
  "grt_pass1_wl_mm": 4.66,
  "common_cells": "20 x dfxtp_1, 17 x nor2_1, 10 x nand3_1",
  "synthToLayoutAreaGrowth_pct": 39.4,
  "cts_resized": 0,
  "yosys_cells": 123,
  "ff_type": "dfxtp_1",
  "fin_util": 0.233,
  "worst-r2r-cell-count": 5,
  "ys_seq_frac": 0.382,
  "whs_path_depth": 1,
  "clock-sinks": 20,
  "netlist.area_leader.share": 0.382
}
-- per-stage QoR --
stage	total power [uW]	worst slack, ns
after global routing	651	0.00000910
after floorplan	320	0.776
after CTS	633	0.0696
final	626	0.0710
after detailed placement	334	0.355
after global placement	334	0.362
-- report_power, final --
part,internal [uW],switching [uW],total (uW)
clock,198,102,300
combinational,11.8,10.3,22.1
sequential,299,6.21,305
total,508,118,626
-- cell type report --
cell class,count,area [sq um],area share
Clock buffer,3,41.3,0.0283
Clock inverter,1,30.0,0.0206
Inverter,8,30.0,0.0206
Multi-Input combinational cell,93,594,0.407
Sequential cell,20,400,0.274
Tap cell,77,96.3,0.0660
Timing Repair Buffer,27,268,0.183
-- metal layers --
layer  routed length [um]  up-vias  global-route usage  share of wire
li1                     -      488                   -              -
met1                 1310      430              0.0781           0.47
met2                 1280       15              0.0861           0.46
met3                  181        2              0.0160          0.065
met4                   34        0             0.00870          0.012
met5                    0        -                   0              0
-- registers in the layout, summed over array words and instances (netlist names) --
register  count
v_count      10
h_count      10
-- worst reg2reg max path, stage by stage (launching register included) --
cell and delay (ns):
dfxtp_1 0.44, ha_1 0.27, nand4_1 0.31, or3_4 0.51
o21ai_1 0.53, nor2_1 0.12
-- kinds of logic after synthesis --
kind of cell    Yosys count  synth area share
compound gates           11            0.0633
fa+ha+maj                 5            0.0597
buf+inv                  10            0.0502
simple gates             64             0.336
xor+xnor                 13             0.109
flops                    20             0.382
-- worst max-delay path by stage --
stage	slack [ns]	from	cells past startpoint	endpoint
CTS	0.07	v_count[2]$_SDFFE_PN0N_	3	Vsync
global route	0.000009	v_count[2]$_SDFFE_PN0N_	3	Vsync
finish	0.07	v_count[2]$_SDFFE_PN0N_	3	Vsync
-- cells in the final DEF, fill, tap and decap left out, drive strengths merged, types with 5 or more instances in the layout --
cell	count
clkdlybuf4s50	26
dfxtp	20
nor2	17
nand3	10
xnor2	9
inv	8
nand2	7
nand4	5
nor3	5
ha	5
or3	5
No activity file was given, so power comes from the tool's default toggle rates.
