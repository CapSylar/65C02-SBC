===== design/flow/config.mk =====
export PLATFORM = sky130hd
export DESIGN_NAME = sprite_engine
export DESIGN_NICKNAME = sprite_engine
export VERILOG_FILES = /design/flow/design.v
export SDC_FILE = /design/flow/constraint.sdc
export NUM_CORES = 4
export LEC_CHECK = 1
export CORE_UTILIZATION = 50

===== design/flow/run.sh =====
#!/bin/bash
# OpenROAD 26Q1-2900-gdf79404cd8, Yosys 0.63+post, stock flow scripts
make -C /OpenROAD-flow-scripts/flow DESIGN_CONFIG=/design/flow/config.mk WORK_HOME=/design/flow/orfs finish

===== design/flow/design.v =====
module sprite_engine ( clk , vga_clk , reset_n ,
          sec_oam_addr , sec_oam_din , sec_oam_dout , sec_oam_en , sec_oam_we ,
          prim_oam_addr , prim_oam_din , prim_oam_en , prim_oam_we,
          main_mem_b_addr , main_mem_b_din , main_mem_b_en ,
          inter_mem_addr , inter_mem_din , inter_mem_we ,   
                        v_counter , h_blank , v_blank , color_out ) ;
input wire [15:0] inter_mem_addr ;
input wire [7:0] inter_mem_din ;
input wire inter_mem_we ;
output reg [13:0]main_mem_b_addr ;
input wire [31:0]main_mem_b_din ;
output reg main_mem_b_en ;
input clk , vga_clk , reset_n , h_blank , v_blank ;
output reg [5:0] color_out ;
input wire [9:0] v_counter ;  
output reg [4:0] sec_oam_addr ;  
output reg sec_oam_we ;  
input wire [15:0] sec_oam_din ;  
output reg [15:0] sec_oam_dout ;  
output reg sec_oam_en ;  
output reg [7:0] prim_oam_addr ;  
input wire [15:0] prim_oam_din ;
output reg prim_oam_en ;
output reg prim_oam_we ;
reg [4:0] state ;
reg [15:0] read_buffer ;
reg [1:0] entries_to_copy ;
reg[2:0] sprites_left ;
reg[2:0] unit_index ;
reg [1:0] fields_index ;
reg [1:0] wait_counter ;  
reg [15:0] read_buffer2 ;
reg [4:0] sprite_row ;  
reg [1:0] bit_plane ; 
integer i ;
integer j ;
integer k ;
reg [15:0] x_counter [7:0] ;
reg [4:0] attr_reg[7:0] ;  
reg [31:0] pix_shift_reg [7:0][3:0] ;
reg[5:0] palette_mem[7:0][15:0] ;  
always @( posedge clk )
begin
    if ( inter_mem_we )  
    begin
        palette_mem[inter_mem_addr[6:4]][inter_mem_addr[3:0]] = inter_mem_din[5:0]; 
    end    
end
initial begin  
   palette_mem[0][0] = 6'h01 ;  
   palette_mem[0][1] = 6'h06 ;   
   palette_mem[0][2] = 6'h0f ;
   palette_mem[0][3] = 6'h18 ;
   palette_mem[0][4] = 6'h08 ;
   palette_mem[0][5] = 6'h01 ;
   palette_mem[0][6] = 6'h05 ;
   palette_mem[0][7] = 6'h06 ;
   palette_mem[0][8] = 6'h20 ;
   palette_mem[0][9] = 6'h37 ;
   palette_mem[0][10] = 6'h25 ;
   palette_mem[0][11] = 6'h21 ;
   palette_mem[0][12] = 6'h28 ;
   palette_mem[0][13] = 6'h11 ;
   palette_mem[0][14] = 6'h18 ;
   palette_mem[0][15] = 6'h28 ;
end
reg[3:0] color_number;
reg[3:0] pix_shift_color[7:0] ;  
reg[2:0] palette_number;  
always@( * )
begin
    color_number = 0 ;  
    palette_number = 0 ;
        for ( k = 0 ; k < 8 ; k = k + 1 )
    begin
        pix_shift_color[k] = { pix_shift_reg[k][3][31] , pix_shift_reg[k][2][31] , pix_shift_reg[k][1][31] , pix_shift_reg[k][0][31] } ;
    end
    if ( x_counter[0] == 0 && pix_shift_color[0] )
    begin
        color_number = pix_shift_color[0] ;
        palette_number = attr_reg[0][2:0] ;
    end
    else if ( x_counter[1] == 0 && pix_shift_color[1] )
    begin
        color_number = pix_shift_color[1] ;
        palette_number = attr_reg[1][2:0] ; 
    end
    else if ( x_counter[2] == 0 && pix_shift_color[2] )
    begin
        color_number = pix_shift_color[2] ;
        palette_number = attr_reg[2][2:0] ;
    end
    else if ( x_counter[3] == 0 && pix_shift_color[3] )
    begin
        color_number = pix_shift_color[3] ;
        palette_number = attr_reg[3][2:0] ;
    end
    else if ( x_counter[4] == 0 && pix_shift_color[4] )
    begin
        color_number = pix_shift_color[4] ;
        palette_number = attr_reg[4][2:0] ;
    end
    else if ( x_counter[5] == 0 && pix_shift_color[5] )
    begin
        color_number = pix_shift_color[5] ;
        palette_number = attr_reg[5][2:0] ;
    end
    else if ( x_counter[6] == 0 && pix_shift_color[6] )
    begin
        color_number = pix_shift_color[6] ;
        palette_number = attr_reg[6][2:0] ;
    end
    else if ( x_counter[7] == 0 && pix_shift_color[7] )
    begin
        color_number = pix_shift_color[7] ;
        palette_number = attr_reg[7][2:0] ;
    end
    color_out = palette_mem[palette_number][color_number] ;  
end
reg wait_for_down = 0 ;
always@ ( posedge clk )  
begin
    if ( !reset_n )
    begin
        state <= 0 ;  
        sec_oam_addr <= 0;
        sec_oam_dout <= 16'hFFFF ;  
        prim_oam_addr <= 0 ;
        sprites_left <= 8 ;  
        unit_index <= 0 ;
        fields_index <= 0 ;
        main_mem_b_addr <= 0;
        wait_for_down <= 0;
        read_buffer <= 0 ;
        entries_to_copy <= 0 ;
        sprites_left <= 0 ;
        unit_index <= 0 ;
        fields_index <= 0 ;
        wait_counter <= 0 ;
        read_buffer2 <= 0 ;
        sprite_row <= 0 ;
        bit_plane <= 0 ;
    end
    else if ( !v_blank )
    begin
        if ( !vga_clk )
            wait_for_down <= 0 ;
        else if ( !h_blank && vga_clk && !wait_for_down )  
        begin
            wait_for_down <= 1; 
            for ( i = 0 ; i < 8 ; i = i + 1 )
            begin
                if ( x_counter[i] == 0 )  
                begin
                    for ( j = 0 ; j < 4 ; j = j + 1 )
                        pix_shift_reg[i][j][31:0] <= { pix_shift_reg[i][j][30:0] , 1'b0 } ;
                end
                else
                    x_counter[i] <= x_counter[i] - 1;
            end
        end
        else
        begin
            case (state)
                0:  
                begin
                    sec_oam_addr <= sec_oam_addr + 1 ;
                    if ( sec_oam_addr == 23 )  
                    begin
                        sec_oam_addr <= 0 ;
                        state <= 1 ;                
                    end
                end
                1:  
                begin
                    state <= 2 ;
                end
                2:  
                begin
                    state <= 3 ;
                end
                3:
                begin
                    read_buffer <= prim_oam_din ;  
                    state <= 4 ;
                end
                4:
                begin
                    if ( !(read_buffer > (v_counter+1) || (v_counter+1) > (read_buffer+31)) )  
                    begin
                        state <= 5;
                        entries_to_copy <= 3 ;  
                        sprites_left <= sprites_left - 1 ;
                    end
                    else if ( prim_oam_addr == 189 )  
                    begin
                        state <= 10 ;
                        sec_oam_addr <= 0 ;
                    end
                    else
                    begin
                        prim_oam_addr <= prim_oam_addr + 3 ;  
                        state <= 1 ;  
                    end
                end
                5:
                begin  
                state <= 6 ; 
                end
                6:
                begin
                    state <= 7; 
                end
                7:
                begin
                    sec_oam_dout <= prim_oam_din;  
                    entries_to_copy <= entries_to_copy-1 ; 
                    state <= 9 ;
                end
                9:
                begin
                    if ( prim_oam_addr == 191 || sprites_left == 0 )  
                    begin
                        state <= 10 ;
                        sec_oam_addr <= 0 ;
                    end
                    else 
                    begin
                        sec_oam_addr <= sec_oam_addr + 1;
                        prim_oam_addr <= prim_oam_addr + 1;
                        if ( entries_to_copy == 0 )  
                            state <= 1 ;
                        else
                            state <= 5;  
                    end
                end
                10:
                begin  
                    if ( h_blank ) 
                        state <= 11; 
                    else 
                        state <= 10 ;
                end
                11:
                begin
                    state <= 12 ;
                end
                12:
                begin
                    state <= 13 ;
                end
                13:
                begin
                    if ( fields_index == 0 )  
                    begin
                        fields_index <= fields_index + 1;
                        state <= 11 ;
                        read_buffer <= sec_oam_din ;  
                    end
                    else if ( fields_index == 1 )
                    begin
                        fields_index <= fields_index + 1;
                        state <= 11 ;
                        x_counter[unit_index] <= sec_oam_din ;  
                    end
                    else if ( fields_index == 2 )  
                    begin
                        read_buffer2 <= sec_oam_din[6:0] ;  
                        attr_reg[unit_index] <= sec_oam_din[11:7] ;  
                        state <= 14 ;
                        bit_plane <= 0;
                        wait_counter <= 0 ;  
                        fields_index <= 0 ;  
                    end
                    sec_oam_addr <= sec_oam_addr + 1;
                end
                14:  
                begin
                    sprite_row = (v_counter+1) - read_buffer ;
                    main_mem_b_addr <= { read_buffer2[6:0] , bit_plane , sprite_row } ;
                    state <= 15;
                end
                15:
                begin
                    if ( wait_counter == 3 )  
                    begin
                        pix_shift_reg[unit_index][bit_plane][31:0] <= {main_mem_b_din[7:0] , main_mem_b_din[15:8] , main_mem_b_din[23:16] , main_mem_b_din[31:24] } ; 
                        if( bit_plane == 3 )  
                        begin
                            if ( sec_oam_addr == 24 )  
                                state <= 16;  
                            else
                            begin
                                state <= 11 ;  
                                unit_index <= unit_index + 1 ; 
                            end
                        end
                        else
                        begin
                            state <= 14;  
                        end
                        bit_plane <= bit_plane + 1;  
                    end
                    wait_counter <= wait_counter + 1 ;  
                end
            endcase
        end
    end
end
always@ (*)
begin
    prim_oam_en = 0 ;
    prim_oam_we = 0 ;
    sec_oam_en = 0 ;
    sec_oam_we = 0 ;
    main_mem_b_en = 0;
    case (state)
        0:
        begin
            sec_oam_en = 1 ;
            sec_oam_we = 1 ; 
        end 
        1:
        begin
            prim_oam_en = 1 ;
            prim_oam_we = 0 ;
        end
        2:
        begin
            prim_oam_en = 1 ;
            prim_oam_we = 0 ; 
        end
        5:
        begin
            prim_oam_en = 1; 
            prim_oam_we = 0; 
        end
        6:
        begin
            prim_oam_en = 1; 
            prim_oam_we = 0; 
        end
        9:
        begin
            sec_oam_en = 1;
            sec_oam_we = 1; 
        end
        11:
        begin
            sec_oam_en = 1;
            sec_oam_we = 0;
        end
        12:
        begin
            sec_oam_en = 1;
            sec_oam_we = 0;
        end
        15:
        begin
            main_mem_b_en = 1 ;
        end
    endcase
end
endmodule

===== design/flow/constraint.sdc =====
current_design sprite_engine

set clk_period 31.2
set clk_io_pct 0.2

create_clock -name clk0 -period $clk_period [get_ports {clk}]

set non_clock_inputs [all_inputs -no_clocks]
set_input_delay [expr $clk_period * $clk_io_pct] -clock clk0 $non_clock_inputs
set_output_delay [expr $clk_period * $clk_io_pct] -clock clk0 [all_outputs]

==> run notes <==
run results: GRT overflow=0, Max rail drop VDD=0.0473 mV, aggregate global-route resource usage=between 20% and 30%, hold_sp=read_buffer2[1]$_SDFFE_PN0P_, first-pass GRT wire length=344,000 um, Avg Cell Area, Syn=between 10 and 15 um2, Final Hold Vio Count=0, main flop type=edfxtp_1, normalized max-slew margin=24.4%, FP Rows=155, PortBufs=145, DR pass1 iterations=23, HPWL after DPL=~140,000 um, worst-margin pin slew=1130 ps, Worst Setup SP=x_counter[7][12]$_DFFE_PP_, RSZ-0062 raised after global routing=no, number of distinct library cells after synthesis=between 80 and 90, Pleak=~0.031 uW, worst hold path class=reg2reg, post-DR vias/cell=slightly below 6, antenna violations before repair=3, Post-synth EDFFs=~1.9k, CP required=about 25,000 ps, Synth Instances=~6.3k, crit path max fanout=46, Cell Area, Placed=94,300 um2, tool warnings=between 40 and 50, drt total wl=approximately 230,000 um, vias after detailed routing=between 50k and 60k, CTS tree=done, max reg flops=1,024, ao+oa area frac=5.01%, number of post-CTS setup repair buffers=0, fp_density=between 50% and 60%, # H-tree levels=4, Final Instance Area=approximately 100,000 um2, sequential-to-total area share from yosys stat=about two thirds, clk sinks=2,034, wire per inst=25.4 um, DR WL met2=about 100,000 um, YS chip area=between 80,000 and 90,000 um2, antenna violation net count after detailed routing=0, Max Clock Freq=roughly 0.07 GHz, Core ar.=between 150,000 and 200,000 um2, R2R Path Start=read_buffer[0]$_SDFFE_PN0P_, largest net degree at the start of global routing=about 95, met1 wire length=about 89,000 um, Slew Limit Fails=0, metal3 WL=between 20,000 and 30,000 um, DRC=0, comb. cell area=between 20,000 and 30,000 um2, die width=roughly 430 um, Critical Path AT=about 8000 ps, Area Growth Syn to Fin=12.4%, Worst setup SP type=flop, clock tree root driver cell=clkbuf_16, Synth logic family=multiplexers, post_cts resized=0, Die Size=approximately 180,000 um2, die height=between 400 and 500 um, Yosys warning count=2, Adder Share, Synth=less than 1%, # fillers=around 14k, I/O pins=around 160, #FFs+latches synth=just over 2k, CP Capture Type=output port, Worst-path clk slew=about 60 ps, number of global-route vias before repair=between 50k and 60k, most used logic cell in the final layout=edfxtp_1, Sum Neg Setup Slack=0 ps, Detailed Route Iter0 Violations=3,776, Max Root-Sink Buffers=3, xor/xnor share=roughly 1.3%, PD cells=around 54 nW/um2, Basic Gates by Area=9.04%, Storage cell area=60,200 um2, asr flop ratio synth=0%, Worst Setup Path Type=reg2out, top layer in use=met5, max_cap viols=0, Latency at later pin=between 800 and 900 ps, Synth Cell Area=89,800 um2, CTS Hold Buffers Added=0, ys cells=6,341, Setup Skew=about 34 ps, RD Place Congestion=about 1, # setup viols final=0, minimum clock period after layout=about 14,000 ps, cycle use final=between 40% and 50%, layout cells sized above 1=roughly a quarter, status=finished clean, area fraction in mux cells=about 15%, Top cells excl fill/tap=edfxtp_1 (1,944), mux2_2 (1,023), nand2_1 (595), CTS Buf Count=between 200 and 250
[through the flow]
| stage | hold WS [ps] | setup slack [ps] | cells | util [%] | total power, uW |
|---|---|---|---|---|---|
| 5_1_grt | 472 | 16590 | 9014 | 56.5 | 5650 |
| 6_report | 453 | 16930 | 9015 | 56.5 | 5490 |
| 3_3_place_gp | 437 | 17940 | 8630 | 52.9 | 3140 |
| 2_1_floorplan | 417 | 20510 | 6341 | - | 3070 |
| 3_5_place_dp | 446 | 17950 | 8630 | 52.9 | 3140 |
| 4_1_cts | 455 | 17000 | 9014 | 56.5 | 5540 |
[logic make-up (layout without fill, tap and decap cells)]
family / count (synthesis) / after routing
AND/OR/NAND/NOR: 1755 / 1755
adder cells (fa/ha/maj): 52 / 52
buffers and inverters: 490 / 808
multiplexers: 1186 / 1186
XOR/XNOR: 132 / 132
AND-OR/OR-AND: 691 / 691
flip-flops: 2034 / 2034
other: 1 / 2
[worst max-delay path, cell delays in order, from the launching register on]
cell and delay, ps:
edfxtp_1 420, or4_1 530, nor2_1 450, and2_1 460, a32oi_1 230, o221ai_1 570
a31o_4 560, buf_4 630, buf_4 580, o211ai_1 170, o211a_1 200, or4_1 620
a2111oi_2 580, nand3b_1 170, or3b_1 470, clkdlybuf4s50_1 430
[final timing paths]
| path | slack [ps] | cells after the start | endpoint |
|---|---|---|---|
| min | 450 | 2 | main_mem_b_addr[8]$_SDFFE_PN0P_ |
| min reg2reg | 450 | 2 | main_mem_b_addr[8]$_SDFFE_PN0P_ |
| max reg2reg | 26520 | 17 | flop |
| max | 16930 | 15 | color_out[0] |
[power breakdown]
| part | switching, uW | leakage (uW) | internal [uW] | total (uW) |
|---|---|---|---|---|
| combinational | 87.4 | 0.0106 | 23.1 | 111 |
| clock | 1050 | 0.00317 | 1350 | 2400 |
| sequential | 3.53 | 0.0170 | 2970 | 2970 |
[synthesized netlist by cell type, types with 12 or more instances]
library cell	number	area share [%]
edfxtp_1	1944	65
mux2_2	1023	13
nand2_1	596	2.5
nor2_1	486	2.0
clkbuf_1	325	1.4
a21oi_1	238	1.3
nand3_1	183	1.0
mux2i_1	160	1.8
o21ai_0	107	0.60
nor3_1	94	0.52
and3_1	91	0.63
dfxtp_1	90	2.0
xnor2_1	87	0.85
inv_1	61	0.26
buf_2	60	0.33
a211oi_1	57	0.48
ha_1	50	0.70
and2_1	47	0.33
xor2_1	45	0.44
a31oi_1	40	0.28
nand4_1	37	0.26
nor4_1	36	0.25
buf_1	30	0.13
nand2b_1	30	0.21
or3_1	30	0.21
a311oi_1	29	0.28
or4_1	29	0.24
o211ai_1	27	0.23
nor2b_1	22	0.15
a22oi_1	17	0.14
o21ai_1	14	0.078
or2_2	13	0.091
a221oi_1	12	0.12
o22ai_1	12	0.084
[layer usage]
| layer | global-route usage (%) | up-vias |
|---|---|---|
| li1 | - | 24300 |
| met1 | 42.5 | 26600 |
| met2 | 39.7 | 2258 |
| met3 | 14.8 | 430 |
| met4 | 6.29 | 12 |
| met5 | 1.11 | - |
[layout make-up]
class                      count  share of cell area (%)
antenna                        1                 0.00248
tap                         2355                    2.92
clock inverter               109                   0.932
timing repair buffer         363                    2.91
sequential                  2034                    59.7
clock buffer                 275                    5.54
inverter                      61                   0.227
multi-input combinational   3817                    27.8
Power figures rest on the tool's default switching activity, not on a simulated workload.
